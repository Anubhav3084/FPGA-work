[flow/run.sh]
#!/bin/bash
# OpenROAD 26Q1-2900-gdf79404cd8, Yosys 0.63+post, stock flow scripts
make -C /OpenROAD-flow-scripts/flow DESIGN_CONFIG=/design/flow/config.mk WORK_HOME=/design/flow/orfs finish
[flow/config.mk]
export PLATFORM = sky130hd
export DESIGN_NAME = top
export DESIGN_NICKNAME = top
export VERILOG_FILES = /design/flow/design.v
export SDC_FILE = /design/flow/constraint.sdc
export NUM_CORES = 4
export LEC_CHECK = 1
export CORE_AREA = 10 10 74 74
export DIE_AREA = 0 0 84 84
[flow/constraint.sdc]
current_design top

set clk_period 2.7
set clk_io_pct 0.2

create_clock -name clk0 -period $clk_period [get_ports {clk}]

set non_clock_inputs [all_inputs -no_clocks]
set_input_delay [expr $clk_period * $clk_io_pct] -clock clk0 $non_clock_inputs
set_output_delay [expr $clk_period * $clk_io_pct] -clock clk0 [all_outputs]
[flow/design.v]
`timescale 1ns / 1ps
module BCD_convertor(data,out);
	input [3:0]data;
	output reg [7:0]out = 8'd0;
	always @(data)
	begin
		case(data)
			4'b0000  	: out = 8'b00000011;
			4'b0001 		: out = 8'b10011111;
			4'b0010	 	: out = 8'b00100101;
			4'b0011		: out = 8'b00001101;
			4'b0100 		: out = 8'b10011001;
			4'b0101 		: out = 8'b01001001;
			4'b0110 		: out = 8'b01000001;
			4'b0111 		: out = 8'b00011111;
			4'b1000 		: out = 8'b00000001;
			4'b1001 		: out = 8'b00001001;
			default 		: out = 8'b11111111;
		endcase
	end
endmodule
`timescale 1ns / 1ps
module anode_controller(sel,anode);
	input [1:0]sel;
	output reg [3:0]anode = 4'd0;
	always @(sel)
	begin
		case(sel)
			2'd0 : anode = 4'b0001;	 
			2'd1 : anode = 4'b0010;
			2'd2 : anode = 4'b0100;
			2'd3 : anode = 4'b1000;	 
		endcase
	end
endmodule
`timescale 1ns / 1ps
module digit_control(ones,tens,hundreds,thousands,sel,data);
	input [3:0]ones,tens,hundreds,thousands;
	input [1:0]sel;
	output reg [3:0]data = 4'd0;
	always @(sel)
	begin
		case(sel)
			2'b00	:	data = ones;
			2'b01	:	data = tens;
			2'b10	:	data = hundreds;
			2'b11	:	data = thousands;
		endcase
	end
endmodule
`timescale 1ns / 1ps
module digit_select(clk,sel);
	input clk;
	output reg [1:0]sel = 2'b00;
	reg [9:0]count = 10'd0;
	reg new_clk = 0;
	parameter prescalar = 1000;	 
	always @(posedge clk)
	begin
		if(count == prescalar)
		begin
			count <= 0;
			new_clk <= ~new_clk;
		end
		else count <= count + 1;
	end
	always @(posedge new_clk) sel <= sel + 1;
endmodule
`timescale 1ns / 1ps
module top(clk,ones,tens,hundreds,thousands,anode,out);
	input [3:0]ones,tens,hundreds,thousands;
	input clk;
	output [3:0]anode;
	output [7:0]out;
	wire [1:0]sel;
	wire [3:0]data;
	digit_select DS(
	.clk(clk),
	.sel(sel)
	);
	anode_controller AC(
	.sel(sel),
	.anode(anode)
	);
	digit_control DC(
	.ones(ones),
	.tens(tens),
	.hundreds(hundreds),
	.thousands(thousands),
	.sel(sel),
	.data(data)
	);
	BCD_convertor BCD( 
	.data(data),
	.out(out)
	);
endmodule
==> results.txt <==
impl run done, here's what came out: Die W 84 µm, routed vias/inst 4.29, register pins left without a clock 2, Final setup viols 0, CP dominant cell by count mux2i_2, GR Util All Layers between 6 and 7%, Slowest cell on crit path clkdlybuf4s50_1, Yosys warning total 4, deepest clock path buffer count 2, Data arrival, critical path 2.11 ns, main area contributors after synthesis dfxtp_1 (26%), ha_1 (19%), mux2i_1 (5.5%), Top delay family on crit path buffers and inverters, top cell type by total area after synthesis dfxtp_1, residual DRC count 0, placed insts between 150 and 200, OpenROAD warning count 37, worst skew pair latency 0.23 ns, Worst setup SP type primary input, HP Class flop to flop, Worst R2R Start DS.count[0], TritonCTS clock tree yes, Critical Path Sink out[7], cells after synthesis 100, Buf+Inv Stages, Crit Path 5, final std cells w/o fill approximately 200, worst endpoint required time 2.16 ns, first drt pass iteration count 4, Worst R2R Setup Slack 1.23 ns, vias in the first global route approximately 800, Avg Inst Size Synth between 9 and 10 µm², Crit path depth 9, CTS buffer count 3, vias after detailed routing 845, post-route ant nets 0, crit end category primary output, n_diodes 0, first-pass GRT wire length 3.86 mm, IO Count 29, max_cap viols 0, post-synth top area share 26.2%, number of enable flip-flop cells 1, Tcrit/Tclk final 98.1%, final slew viol count 0, Synth async-reset ratio 0%, Pleak between 0.7 and 0.8 nW, number of unconstrained endpoints 6, RR Endpoint DS.new_clk, Post-synth top flop dfxtp_1, core area 0.00397 mm², Overflow after GRT 0, status finished, final reports clean, post-synthesis sequential area ratio between 20% and 30%, post-synthesis chip area from yosys 916 µm², cell total in the yosys stat output roughly 100, Slowest Stage Delay on Critical Path 0.46 ns, post-layout min period ~2.6 ns, share of post-route cells with drive strength above 1 between 30% and 40%, Hold WS 0.460 ns, root buffer cell clkbuf_8, synthesis-to-layout area growth 60.0%, antenna violations before repair 0, power per cell area 236 mW/mm², Mapped Area a little over 900 µm², Post-Route WL 2.32 mm, chip area slightly above 0.007 mm², count of cell types in the netlist 33, WS Path Type primary input to primary output, DR WL/cell 11.8 µm, largest net degree at the start of global routing 10, Worst Setup SP ones[1], critical path, cell by cell clkdlybuf4s50_1 -> inv_1 -> mux2i_2 -> inv_2 -> ha_4 -> mux2i_2 -> buf_4 -> a2bb2oi_2 -> buf_2, Reg clk slew, reported paths about 0.050 ns, H-tree depth 1, initial drt markers 25, Worst R2R Path Depth 4, Fmax around 380 MHz, number of port buffers 27, Max Fanout on Critical Path 4, fp_density about 23%, Core Rows 23, Hold Fails Final Rpt 0, count leader, synth ha_1, Placer Congestion around 0.86, setup TNS 0 ns, worst vdd ir 0.411 mV, Max Clock Skew 0.00400 ns, most frequent cells after synthesis ha_1 (14), inv_1 (13), dfxtp_1 (12), nor2_1 (7), a21oi_1 (6), Post-DP HPWL 1.66 mm, Filler Cell Count 389, hold buffer count at cts 0, Die H 84 µm, Flops after synth 13
-- worst register-to-register path, stage by stage, from the launching register on --
cell and delay [ns]:
dfxtp_1 0.33, inv_1 0.07, ha_1 0.13, and4bb_2 0.25, and3_1 0.37
-- cells by family (layout without fill, tap and decap cells) --
group,after synthesis,after routing,synth area share [%]
muxes,7,7,8.20
adders and majority gates,14,14,19.1
other,1,1,0.409
and+or+nand+nor,24,24,14.3
buffers and inverters,17,64,8.74
xor gates and xnor gates,7,7,6.69
AOI/OAI and AO/OA,17,17,13.0
DFF,13,13,29.5
-- repair_timing --
| action | in CTS | in global routing |
|---|---|---|
| pin swaps | 12 | 5 |
| resized | 38 | 10 |
| cloned | 0 | 0 |
| buffers inserted | 12 | 2 |
| setup endpoints to repair | 7 | 7 |
| hold endpoints to repair | 0 | 0 |
-- metrics by stage --
step | power [mW] | util [%] | setup WS [ns] | area [µm²]
after floorplan | 0.170 | - | 0.561 | 916
after global routing | 0.365 | 36.9 | -0.0324 | 1470
after global placement | 0.193 | 32.2 | -0.421 | 1280
final | 0.346 | 36.9 | 0.0507 | 1470
after CTS | 0.352 | 35.6 | -0.0387 | 1420
after detailed placement | 0.193 | 32.2 | -0.425 | 1280
-- registers in the layout, indices dropped and copies added, names as in the netlist --
register,cells
DS.count,10
DS.new_clk,1
DS.sel,2
-- power by group --
group	total (mW)	switching [mW]	internal, mW
clock	0.160	0.0563	0.103
sequential	0.165	0	0.165
combinational	0.0217	0.00419	0.0175
-- worst min path at each step --
| stage | start | endpoint | cells after the start | slack (ns) |
|---|---|---|---|---|
| CTS | DS.count[0] | DS.count[0] | 1 | 0.46 |
| global route | DS.count[9] | DS.count[9] | 1 | 0.49 |
| finish | DS.count[0] | DS.count[0] | 1 | 0.46 |
-- cell type report --
cell class	count	area (µm²)	share of cell area (%)
multi-input combinational	70	637	43.5
timing repair buffer	47	402	27.4
tap	50	62.6	4.27
sequential	13	270	18.4
clock buffer	4	45.0	3.07
inverter	13	48.8	3.33
-- cells in the final DEF (no fill, tap or decap), types with 5 or more instances in the layout --
cell	Yosys	routed
buf_4	2	18
dfxtp_1	12	12
inv_1	13	11
ha_1	14	11
clkdlybuf4s50_1	0	11
nor2_1	7	7
buf_2	1	7
a21oi_1	6	5
xor2_1	5	5
dlymetal6s2s_1	0	5
-- layer usage --
metal  vias up  share of wire (%)  global-route usage (%)
met2        30                 36                    8.50
met4         0                  0                       0
li1        433                  -                       -
met3         0                8.3                    2.36
met1       382                 55                    9.49
met5         -                  0                       0
Power figures rest on the tool's default switching activity, not on a simulated workload.
